### run.sh
#!/bin/bash
# OpenROAD 26Q1-2900-gdf79404cd8, Yosys 0.63+post, stock flow scripts
make -C /OpenROAD-flow-scripts/flow DESIGN_CONFIG=/design/flow/config.mk WORK_HOME=/design/flow/orfs finish
### config.mk
export PLATFORM = sky130hd
export DESIGN_NAME = dut
export DESIGN_NICKNAME = dut
export VERILOG_FILES = /design/flow/design.v
export SDC_FILE = /design/flow/constraint.sdc
export NUM_CORES = 4
export LEC_CHECK = 1
export CORE_AREA = 10 10 70 70
export DIE_AREA = 0 0 80 80
### constraint.sdc
current_design dut

set clk_period 1.0
set clk_io_pct 0.2

create_clock -name clk0 -period $clk_period [get_ports {clk}]

set non_clock_inputs [all_inputs -no_clocks]
set_input_delay [expr $clk_period * $clk_io_pct] -clock clk0 $non_clock_inputs
set_output_delay [expr $clk_period * $clk_io_pct] -clock clk0 [all_outputs]
### design.v
module dut (
    input clk,
    input in1,
    input in2,
    input en_i,
    output out,
    output en_o
);
    parameter IDLE = 2'd0, LOAD_2ND_BIT = 2'd1, DRIVE_OUTPUT = 2'd2;
    reg [1:0] in1_reg;
    reg [1:0] in2_reg;
    reg [2:0] sum_reg;
    reg [1:0] pst=2'b0, nst;
    reg [1:0] count;
    reg out_reg;
    reg en_o_reg;
    assign out = out_reg;
    assign en_o = en_o_reg;
    always@(posedge clk) begin
        pst <= nst;
        if (pst == DRIVE_OUTPUT) begin
            count <= count+1;
        end else begin
            count <= 0;
        end
    end
    always @(*) begin
        case (pst)
            IDLE        :   begin
                                if(en_i) begin
                                    nst = LOAD_2ND_BIT;
                                end else begin
                                    nst = IDLE;
                                end
                            end
            LOAD_2ND_BIT:   nst = DRIVE_OUTPUT;
            DRIVE_OUTPUT:   begin
                                if(count == 2'd2) begin
                                    nst = IDLE;
                                end else begin
                                    nst = DRIVE_OUTPUT;
                                end
                            end
        endcase
    end
    always @(*) begin
        case (pst)
            IDLE        :   begin
                                out_reg = 1'b0;
                                en_o_reg = 1'b0;
                                if(en_i) begin
                                    in1_reg[0] = in1;
                                    in2_reg[0] = in2;
                                end
                            end
            LOAD_2ND_BIT:   begin
                                in1_reg[1] = in1;
                                in2_reg[1] = in2;
                                sum_reg = in1_reg + in2_reg;
                            end
            DRIVE_OUTPUT:   begin
                                if(count == 2'd0) begin
                                    en_o_reg = 1'b1;
                                end else begin
                                    en_o_reg = 1'b0;
                                end
                                out_reg = sum_reg[count];
                            end
        endcase
    end
endmodule
==> run summary <==
type of origin of the critical path - register
register pins left without a clock - 9
endpoints failing hold - 0
post-synth top area cell - dlxtn_1
number of port buffers - 5
core area - 3416 µm²
Layout area overhead - 33.62%
clk ins delay skew pair - 0.23 ns
drt first pass iters - 2
antenna violations before repair - 0
CTS max path bufs - 2
htree depth - 1
Starting DRT DRC Count - 10
Post-Syn Instances - 42
tool warning count - 29
wire per inst - 6.469 µm
ys flops - 13
hold crit path type - reg2reg
fmax - 1.073 GHz
R2R cell count - 3
Tmin final - 0.9318 ns
Routed Antenna Nets - 0
Synth Warn # - 1
global route overflow - 0
FF-to-FF setup slack - 0.07 ns
layout cells sized above 1 - 0.1154
hold path cells - 3
CTS clock-pin slew for the worst setup and hold paths - 0.04 ns
critical path type - reg2reg
Final Setup Violations - 0
CTS Hold Bufs - 0
post-place instance area - 554.3 µm²
# diodes - 0
max-cap violations - 0
number of unconstrained endpoints - 13
cell count in the Yosys report - 42
Post-Route Skew - 0.001397 ns
io pins - 6
Die H - 80 µm
PwrDens - 695.8 nW/µm²
fin cells - 98
Yosys top cell area share - 0.2087
dpl cells - 95
final WL - 634 µm
FILL cells - 388
Mapped Area - 431.7 µm²
total power - 401.3 µW
setup_tns - 0 ns
Setup Buffers After CTS - 0
Worst EP arrival - 1.06 ns
Slew headroom - 0.9186
vias per inst - 2.837
largest net degree at the start of global routing - 7
measured slew at the worst slew-check pin - 0.1188 ns
post-route cell area - 576.8 µm²
status - completed
period utilisation layout - 0.9318
CP Max Fanout - 6
Yosys Chip Area - 431.7 µm²
drt drc - 0
P_leak - 0.2697 nW
Post-Syn Area per Cell - 10.28 µm²
biggest area cells - dlxtn_1 21%, ha_1 20%, dfxtp_1 19%
vias in the first global route - 287
worst reg2reg path startpoint - pst[0]
Core Rows - 21
Cell Type Count - 15
CTS tree - yes
number of vias in the routed layout - 278
first-pass GRT wire length - 1.145 mm
worst-case vdd ir drop - 369.3 µV
Worst Setup End Kind - register
Starting Density - 0.1264
CTS buffer count - 3
clk root buf - clkbuf_4
unrepaired setup endpoints after global routing - false
Die Area - 6400 µm²
Die Width - 80 µm
gp weighted congestion - 0.7295
Final HPWL DP - 576.4 µm
post-cts resize count - 0
GRT Util Overall - 0.02238
final slew viol count - 0
Critical Path Start - pst[0]
max reg flops - 3
min-delay src - count[0]
WP data required - 1.13 ns
-- placed cells by master (no fill, tap or decap) --
| cell | n |
|---|---|
| and2b_2 | 1 |
| fa_1 | 1 |
| o21a_1 | 1 |
| and2_1 | 2 |
| mux2i_1 | 1 |
| nand2_1 | 1 |
| dlxtn_1 | 6 |
| nor2_1 | 1 |
| clkdlybuf4s50_1 | 5 |
| buf_4 | 2 |
| o21ai_0 | 1 |
| dfxtp_1 | 4 |
| inv_1 | 9 |
| clkbuf_4 | 3 |
| dlxtp_1 | 3 |
| ha_1 | 7 |
| a21oi_1 | 1 |
| nor2b_1 | 3 |
-- critical path, cell delays in order (launching register included) --
cell and delay [ns]:
dfxtp_1 0.32, inv_1 0.06, ha_1 0.24, and2b_2 0.20
-- layer usage --
layer,up-vias,global-route usage,share of wire
met5,-,0,0
met4,0,0.008803,0.049
met3,2,0.01477,0.12
li1,144,-,-
met1,124,0.02373,0.43
met2,8,0.03451,0.40
-- layout make-up --
class                      instances  area [µm²]  share of cell area
clock buffer                       3       22.52             0.03905
inverter                           9       33.78             0.05857
multi-input combinational         20       182.7              0.3167
sequential                        13       215.2              0.3731
tap                               46       57.56             0.09978
timing repair buffer               7       65.06              0.1128
-- path summary, 6_finish.rpt --
check	to
setup / recovery	count[0]
hold / removal	count[1]
setup reg to reg	count[0]
hold reg to reg	count[1]
-- report_power, final --
part	switching (mW)	total, mW	internal (mW)
Sequential	0.00155	0.174	0.172
Clock	0.0638	0.198	0.134
Combinational	0.0118	0.0295	0.0176
-- logic make-up after synthesis --
family / share of synthesized area
AND/OR/NAND/NOR: 0.1101
buffers and inverters: 0.07826
latches: 0.3130
flip-flops: 0.1855
multiplexers: 0.02319
AND-OR/OR-AND: 0.04056
adder cells (fa/ha/maj): 0.2493
-- Yosys cell counts --
cell type  n
o21a_1     1
dlxtn_1    6
mux2i_1    1
a21oi_1    1
and2_1     2
inv_1      9
nand2_1    1
dfxtp_1    4
fa_1       1
ha_1       7
dlxtp_1    3
nor2_1     1
and2b_2    1
o21ai_0    1
nor2b_1    3
-- per-stage QoR --
step                setup WS, ns  hold slack (ns)  utilization
floorplan                0.06258           0.5376            -
global placement          0.1028           0.6210       0.1623
detailed placement       0.06951           0.6292       0.1623
CTS                      0.06217           0.6381       0.1689
global route            0.008866           0.6635       0.1689
finish                   0.06820           0.6401       0.1689
Power and IR drop assume default switching activity.
